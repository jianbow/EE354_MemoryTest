### design/flow/config.mk
export PLATFORM = sky130hd
export DESIGN_NAME = block_controller
export DESIGN_NICKNAME = block_controller
export VERILOG_FILES = /design/flow/design.v
export SDC_FILE = /design/flow/constraint.sdc
export NUM_CORES = 4
export LEC_CHECK = 1
export CORE_AREA = 10 10 91 91
export DIE_AREA = 0 0 101 101
### design/flow/constraint.sdc
current_design block_controller

set clk_period 7.1
set clk_io_pct 0.2

create_clock -name clk0 -period $clk_period

set non_clock_inputs [all_inputs -no_clocks]
set_input_delay [expr $clk_period * $clk_io_pct] -clock clk0 $non_clock_inputs
set_output_delay [expr $clk_period * $clk_io_pct] -clock clk0 [all_outputs]
### design/flow/design.v
`timescale 1ns / 1ps
module block_controller(
	input bright,
	input [1:0] X,
	input [1:0] Y,
	input [3:0] A0,
	input [3:0] A1,
	input [3:0] A2,
	input [3:0] A3,
	input [3:0] B0,
	input [3:0] B1,
	input [3:0] B2,
	input [3:0] B3,
	input Qi,
	input Qg,
	input Qfo,
	input Qp,
	input Ql,
	input [9:0] hCount, vCount,
	output reg [11:0] rgb
   );
   wire selected;
   wire guess_correct;
   wire guess_wrong;
   wire unguessed;
   reg[1:0] i;  
   reg[1:0] j;  
	localparam
	RED = 12'b1111_0000_0000,
	GREEN = 12'b0000_1111_0000,
	WHITE = 12'b1111_1111_1111,
	BLUE = 12'b0000_0000_1111,
	BACKGROUND = 12'b0000_0000_0000,
	SQUARE11X = 297,
	SQUARE12X = 386,
	SQUARE13X = 475,
	SQUARE14X = 564,
	SQUARE11Y = 106,
	SQUARE21Y = 195,
	SQUARE31Y = 284,
	SQUARE41Y = 373;
	always@ (*)
	begin
		if(~bright )	 
			rgb = 12'b0000_0000_0000;
		else if (guess_correct || sQg)
			rgb = GREEN;
		else if (guess_wrong || sQfo || (sQl && sLose))
			rgb = RED;
		else if (selected || sQi)
			rgb = BLUE;
		else if (unguessed || sQp)
			rgb = WHITE;
		else
			rgb=BACKGROUND;
	end
	assign sLose = ((vCount >= SQUARE11Y-20) && (vCount <=SQUARE11Y-10)) && ((hCount >= SQUARE11X) && (hCount <= SQUARE11X + 10)) || ((vCount >= SQUARE11Y-40) && (vCount <=SQUARE11Y-30)) && ((hCount >= SQUARE11X) && (hCount <= SQUARE11X + 10)) || ((vCount >= SQUARE11Y-30) && (vCount <=SQUARE11Y-20)) && ((hCount >= SQUARE11X) && (hCount <= SQUARE11X + 10)) || ((vCount >= SQUARE11Y-20) && (vCount <=SQUARE11Y-10)) && ((hCount >= SQUARE11X+10) && (hCount <= SQUARE11X + 20));
	assign sQi = ((vCount >= SQUARE11Y-20) && (vCount <=SQUARE11Y-10)) && ((hCount >= SQUARE11X) && (hCount <= SQUARE11X + 10)) && Qi;
	assign sQg = ((vCount >= SQUARE11Y-20) && (vCount <=SQUARE11Y-10)) && ((hCount >= SQUARE11X) && (hCount <= SQUARE11X + 10)) && Qg;
	assign sQfo = ((vCount >= SQUARE11Y-20) && (vCount <=SQUARE11Y-10)) && ((hCount >= SQUARE11X) && (hCount <= SQUARE11X + 10)) && Qfo;
	assign sQp = ((vCount >= SQUARE11Y-20) && (vCount <=SQUARE11Y-10)) && ((hCount >= SQUARE11X) && (hCount <= SQUARE11X + 10)) && Qp;
	assign sQl = ((vCount >= SQUARE11Y-20) && (vCount <=SQUARE11Y-10)) && ((hCount >= SQUARE11X) && (hCount <= SQUARE11X + 10)) && Ql;
	assign SQUARE11 = (vCount >= SQUARE11Y) && (vCount <=SQUARE11Y+65) && (hCount>=SQUARE11X) && (hCount<=SQUARE11X+65);
	assign SQUARE12 = (vCount >= SQUARE11Y) && (vCount <=SQUARE11Y+65) && (hCount>=SQUARE12X) && (hCount<=SQUARE12X+65);
	assign SQUARE13 = (vCount >= SQUARE11Y) && (vCount <=SQUARE11Y+65) && (hCount>=SQUARE13X) && (hCount<=SQUARE13X+65);
	assign SQUARE14 = (vCount >= SQUARE11Y) && (vCount <=SQUARE11Y+65) && (hCount>=SQUARE14X) && (hCount<=SQUARE14X+65);
	assign SQUARE21 = (vCount >= SQUARE21Y) && (vCount <=SQUARE21Y+65) && (hCount>=SQUARE11X) && (hCount<=SQUARE11X+65);
	assign SQUARE22 = (vCount >= SQUARE21Y) && (vCount <=SQUARE21Y+65) && (hCount>=SQUARE12X) && (hCount<=SQUARE12X+65);
	assign SQUARE23 = (vCount >= SQUARE21Y) && (vCount <=SQUARE21Y+65) && (hCount>=SQUARE13X) && (hCount<=SQUARE13X+65);
	assign SQUARE24 = (vCount >= SQUARE21Y) && (vCount <=SQUARE21Y+65) && (hCount>=SQUARE14X) && (hCount<=SQUARE14X+65);
	assign SQUARE31 = (vCount >= SQUARE31Y) && (vCount <=SQUARE31Y+65) && (hCount>=SQUARE11X) && (hCount<=SQUARE11X+65);
	assign SQUARE32 = (vCount >= SQUARE31Y) && (vCount <=SQUARE31Y+65) && (hCount>=SQUARE12X) && (hCount<=SQUARE12X+65);
	assign SQUARE33 = (vCount >= SQUARE31Y) && (vCount <=SQUARE31Y+65) && (hCount>=SQUARE13X) && (hCount<=SQUARE13X+65);
	assign SQUARE34 = (vCount >= SQUARE31Y) && (vCount <=SQUARE31Y+65) && (hCount>=SQUARE14X) && (hCount<=SQUARE14X+65);
	assign SQUARE41 = (vCount >= SQUARE41Y) && (vCount <=SQUARE41Y+65) && (hCount>=SQUARE11X) && (hCount<=SQUARE11X+65);
	assign SQUARE42 = (vCount >= SQUARE41Y) && (vCount <=SQUARE41Y+65) && (hCount>=SQUARE12X) && (hCount<=SQUARE12X+65);
	assign SQUARE43 = (vCount >= SQUARE41Y) && (vCount <=SQUARE41Y+65) && (hCount>=SQUARE13X) && (hCount<=SQUARE13X+65);
	assign SQUARE44 = (vCount >= SQUARE41Y) && (vCount <=SQUARE41Y+65) && (hCount>=SQUARE14X) && (hCount<=SQUARE14X+65);
	assign guess_wrong = !Qi && ((((!A0[0] && B0[0])|| Ql) && SQUARE11) ||  (((!A0[1] && B0[1]) || Ql) && SQUARE12) || (((!A0[2] && B0[2]) ||Ql) && SQUARE13) || 
		(!A0[3] && B0[3] && SQUARE14) || (!A1[0] && B1[0] && SQUARE21) || (!A1[1] && B1[1] && SQUARE22) || (!A1[2] && B1[2] && SQUARE23) || (!A1[3] && B1[3] && SQUARE24) ||
		(!A2[0] && B2[0] && SQUARE31) ||  (!A2[1] && B2[1] && SQUARE32) || (!A2[2] && B2[2] && SQUARE33) || (!A2[3] && B2[3] && SQUARE34) || (!A3[0] && B3[0] && SQUARE41) || 
		(!A3[1] && B3[1] && SQUARE42) || (!A3[2] && B3[2] && SQUARE43) || (!A3[3] && B3[3] && SQUARE44));
	assign unguessed = !Ql && (SQUARE11 || SQUARE12 || SQUARE13 || SQUARE14 || SQUARE21 || SQUARE22 || SQUARE23 || SQUARE24 || SQUARE31 || SQUARE32 || SQUARE33 || SQUARE34 || 
		SQUARE41 || SQUARE42 || SQUARE43 || SQUARE44);
	assign guess_correct = !Qi && !Ql && ((A0[0] && (B0[0] || Qfo)  && SQUARE11) ||  (A0[1] && (B0[1] || Qfo) && SQUARE12) || (A0[2] && (B0[2] || Qfo) && SQUARE13) || 
		(A0[3] && (B0[3] || Qfo) && SQUARE14) || (A1[0] && (B1[0] || Qfo) && SQUARE21) || (A1[1] && (B1[1] || Qfo) && SQUARE22) || (A1[2] && (B1[2] || Qfo) && SQUARE23) || 
		(A1[3] && (B1[3] || Qfo) && SQUARE24) || (A2[0] && (B2[0] || Qfo) && SQUARE31) ||  (A2[1] && (B2[1] || Qfo) && SQUARE32) || (A2[2] && (B2[2] || Qfo) && SQUARE33) || 
		(A2[3] && (B2[3] || Qfo) && SQUARE34) || (A3[0] && (B3[0] || Qfo) && SQUARE41) || (A3[1] && (B3[1] || Qfo) && SQUARE42) || (A3[2] && (B3[2] || Qfo) && SQUARE43) || 
		(A3[3] && (B3[3] || Qfo) && SQUARE44));
	assign selected = Qp && ((X==0 && Y==0 && SQUARE11) ||  (X==0 && Y==1 && SQUARE12) || (X==0 && Y==2 && SQUARE13) || (X==0 && Y==3 && SQUARE14) || (X==1 && Y==0 && SQUARE21) || 
		(X==1 && Y==1 && SQUARE22) || (X==1 && Y==2 && SQUARE23) || (X==1 && Y==3 && SQUARE24) || (X==2 && Y==0 && SQUARE31) ||  (X==2 && Y==1 && SQUARE32) || 
		(X==2 && Y==2 && SQUARE33) || (X==2 && Y==3 && SQUARE34) || (X==3 && Y==0 && SQUARE41) || (X==3 && Y==1 && SQUARE42) || (X==3 && Y==2 && SQUARE43) || (X==3 && Y==3 && SQUARE44));
endmodule
### design/flow/run.sh
#!/bin/bash
# OpenROAD 26Q1-2900-gdf79404cd8, Yosys 0.63+post, stock flow scripts
make -C /OpenROAD-flow-scripts/flow DESIGN_CONFIG=/design/flow/config.mk WORK_HOME=/design/flow/orfs finish
==> impl_metrics.toml <==
# implementation run metrics
[critical_path]
worst_ep_required_time_ns = 5.68
end_kind = "output pin"
critical_path.startpoint = "hCount[4]"
start_kind = "primary input"
crit_type = "primary input to output pin"
crit_path_end = "rgb[11]"
cp_max_fo = 11
arrival_ns = 4.60

[yosys]
ys_chip_area_mm2 = 0.00128
aoi_share_pct = 50.7
synth_cells = 185
synth_seq_share_pct = 0
avgSynthCellArea_um2 = 6.91
top_area_share_pct = 8.23
ys_types = 64
ys_sh_simple_pct = 34.7
netlist_area_mm2 = 0.00128
topCombFamilyByArea = "AND-OR/OR-AND gates"
largest_area_cell = "o21ai_0"
ys_cells = 185
ys_top_cells_by_area = "o21ai_0 8.2%, buf_4 5.3%, a21oi_1 5.1%"
synthMuxAreaShare_pct = 1.76
ys_warn_count = 23
ys_sh_adder_pct = 0
ys_sh_xor_pct = 0

[grt]
overflow = 0
grt_pass1_vias = 1610
antenna_found_initial = 0
grtUsageTotal_pct = 9.40
grt_pass1_wl_mm = 8.02
grt_max_degree = 18

[flow_run]
drv_cap = 0
warnings = 32

[drt]
drc = 0
antenna_cells = 0
drt_iter0_drc = 82
detail_route.wl_per_cell_um = 16.2
vias_per_cell = 5.15
routed_wl_mm = 5.15
via_count = 1631
ant_nets = 0
dr.pass1.iters = 4

[floorplanning]
rows = 29
die.size.y_um = 101
core-area_mm2 = 0.00635
fp_util_pct = 20.1
io_pins = 74
dieArea_mm2 = 0.0102
die_w_um = 101

[placement]
hpwlAfterDp_mm = 4.44
portBuffers = 74
gp_routability_congestion = 0.904
dp.cells = 317

[final_layout]
instances_no_fill = 317
ff_count = 0
mostFrequentLayoutCells = "74 x clkdlybuf4s50_1, 21 x o21ai_0, 13 x nor2_1, 13 x a21oi_1, 12 x inv_1"
lay_top_count = "clkdlybuf4s50_1"
drive_gt1_share_pct = 8.75
seq_area_um2 = 0
area_delta_synth_final_pct = 56.2
clkbuf_count = 0
filler_cell_count = 666
combGateArea_mm2 = 0.00111

[sta]
slew_headroom_pct = 48.3
finalMaxSlewViolations = 0
rsz0062_at_grt = "false"
setup_viol = 0
fin_setup_tns_ns = 0
timing.final.crit_period_ns = 6.02
fin_crit_sh_pct = 84.9
max_freq_mhz = 166
tightest_slew_ns = 0.770
hold_violations = 0

[power]
switching_power_uw = 38.6
internal_power_uw = 48.6
power_switching_share_pct = 44.2
pwr-share-seq_pct = 0
pwr-share-comb_pct = 100.0
p_leak_nw = 0.661
peakVddDrop_mv = 0.0266
p_clk_share_pct = 0
power_density_mw_per_mm2 = 43.7

[hold_path]
hold_path_class = "primary input to output pin"
min-delay-start = "bright"

[clock_network]
cts-resized-gates = 0
cts_setup_buffers = 0
holdBufCountCts = 0

[status]
outcome = "finished clean"
[cells in the mapped netlist (3+ instances only)]
master and count:
o21ai_0 21, a21oi_1 13, nor2_1 13, inv_1 12, buf_4 9, nand2_1 7
nor4b_1 6, a211oi_1 5, nor4_1 5, buf_2 4, clkbuf_1 4, nand4_1 4
nor3_1 4, nor3b_1 4, o22ai_1 4, nand2b_1 3, nand3_1 3, o2111ai_1 3
o211ai_1 3, o21a_1 3, or3b_2 3
[routing by layer]
layer | part of all wire, % | up-vias | GRT usage (%)
met3 | 6.1 | 0 | 1.59
met2 | 49 | 48 | 16.9
met5 | 0 | - | 0
met1 | 45 | 732 | 12.1
met4 | 0 | 0 | 0
li1 | - | 851 | -
[power by group through the flow]
stage | combinational, mW | sequential [mW] | clock [mW]
4_1_cts | 0.0870 | 0 | 0
5_1_grt | 0.0950 | 0 | 0
6_report | 0.0873 | 0 | 0
[kinds of logic after synthesis]
kind of cell,Yosys count
buffers and inverters,31
muxes,1
and+or+nand+nor,69
AOI/OAI and AO/OA,84
[per-stage QoR]
| stage | hold WS [ns] | util, % | setup slack [ns] | area (µm²) | total power, mW |
|---|---|---|---|---|---|
| floorplan | 2.99 | - | 2.30 | 1280 | 0.0379 |
| global placement | 3.88 | 31.4 | 1.09 | 2000 | 0.0865 |
| detailed placement | 3.87 | 31.4 | 1.06 | 2000 | 0.0866 |
| CTS | 3.88 | 31.4 | 1.05 | 2000 | 0.0870 |
| global route | 3.92 | 31.4 | 0.752 | 2000 | 0.0950 |
| finish | 3.86 | 31.4 | 1.08 | 2000 | 0.0873 |
[cell type report]
class,instances,share of cell area (%)
tap,77,4.83
multi-input combinational,154,55.8
inverter,12,2.26
timing repair buffer,74,37.1
[critical path, stage by stage]
cell	delay [ns]
clkdlybuf4s50_1	0.57
o41a_1	0.43
a211oi_1	0.66
and3b_1	0.25
o21ai_0	0.07
nand4_1	0.11
o31ai_1	0.10
a211oi_1	0.43
clkdlybuf4s50_1	0.57
[how the worst min path moves through the flow]
stage / end / slack, ns / depth (start not counted)
5_1_grt: rgb[2] / 3.92 / 4
6_report: rgb[0] / 3.86 / 4
4_1_cts: rgb[0] / 3.88 / 4
No activity file was given, so power comes from the tool's default toggle rates.
