==> flow/design.v <==
module memory (SS_in, INC_in, Start, Ack, Clk, Reset, Right, Left, Up, Down, Select, outScore,
				Lives, outA0, outA1, outA2, outA3, outB0, outB1, outB2, outB3, Qi, Qg, Qfo, Qp, Ql, outX, outY, unos);
input [3:0] SS_in, INC_in;
input Start, Ack, Clk, Reset, Right, Left, Up, Down, Select;
output [3:0] Lives;
output Qi, Qg, Qfo, Qp, Ql;
output [3:0] outA0, outA1, outA2, outA3, outB0, outB1, outB2, outB3;
output [1:0] outX, outY;
output [3:0] unos;
output [3:0] outScore;
reg[4:0] ones;
reg[4:0] seed;
reg[4:0] increment;
reg[3:0] score;
reg[4:0] state;
reg [3:0] findones;
reg [3:0] A [3:0];
reg [3:0] B [3:0];
reg [1:0] X;
reg [1:0] Y;
reg [2:0] I;
reg [2:0] searchX;
reg [2:0] searchY;
reg [3:0] lives;  
reg flag;
localparam
INITIAL = 5'b00001,
GENERATE = 5'b00010,
FINDONES = 5'b00100,
PLAY = 5'b01000,
LOSE = 5'b10000;
always @(posedge Clk, posedge Reset) 
  begin  : memory_test
    if (Reset)
       begin
		  state <= INITIAL;
		  B[0][3:0] = 4'bXXXX;
		  B[1][3:0] = 4'bXXXX;
	      B[2][3:0] = 4'bXXXX;
	      B[3][3:0] = 4'bXXXX;
       end
    else
       begin
         case (state)
	        INITIAL: 
	          begin
		         if (Start)
		           state <= GENERATE;
				   X <= 2'b00;
				   Y <= 2'b00;
				   I <= 2'b00;
				   searchX <= 2'b00;
				   searchY <= 2'b00;
				   ones <= 0;
				   seed <= SS_in;
				   increment <= INC_in;
				   score <= 0;
				   lives <= 3;
				   findones<=0;
				   B[0][3:0] = 4'b0000;
				   B[1][3:0] = 4'b0000;
				   B[2][3:0] = 4'b0000;
				   B[3][3:0] = 4'b0000;
	          end
	        GENERATE:
	          begin
		         if (I == 3)
		           state <= FINDONES;
		           flag <= 0;
		         if (I < 4)  
		           begin
		             A[I] <= seed;
		             B[I] <= 0;
					 seed <= seed + increment;
					 I <= I+1;
		           end
				 if (I == 3)  
					I <= 0;
 	          end
	        FINDONES:
	          begin  
				if(searchX == 3 && searchY == 3 && Start)  
				    begin
					   state <= PLAY;
					   searchX <= 0;
					   searchY <= 0;
                   end
				if(~flag) begin
				    if(searchX == 3 && searchY ==3)
				        flag <= 1;
                    if(A[searchX][searchY] == 1)
                        findones <= findones + 1;
                    if(searchX == 3 && searchY != 3) 
                        begin
                            searchX <= 0;
                            searchY <= searchY + 1;
                        end
                    else if(searchX != 3)
                        searchX <= searchX + 1;
                end
	          end    
			PLAY:
	          begin  
				if(findones == 0) begin
					state <= GENERATE;
					score <= score + 1;
					X <= 0;
					Y <= 0;
					end
				else if(findones != 0 && lives == 0)
					state <= LOSE;
				if(Right && Y < 3)
					Y <= Y + 1;
				else if (Right && Y==3)
				    Y<= 0;
				if(Left && Y > 0)
					Y <= Y - 1;
				else if (Left && Y==0)
				    Y <= 3;
				if(Up && X > 0)
					X <= X - 1;
				else if (Up && X==0)
				    X<= 3;
				if(Down && X < 3)
					X <= X + 1;
				else if(Down && X==3)
				    X<= 0;
				if(Select)
					begin
						if(A[X][Y] == 1 && B[X][Y] == 0)
						begin
							B[X][Y] <= 1;
							findones <= findones - 1;
						end
						else if(A[X][Y] == 0 && B[X][Y] == 0)
						begin
						    B[X][Y] <= 1;
							lives <= lives - 1;
						end
					end
				end
			LOSE:
	          begin  
				if(Start)
					state <= INITIAL;
	          end   
      endcase
    end 
  end
	 assign {Ql, Qp, Qfo, Qg, Qi} = state;
	 assign Lives = lives;
	assign outA0 = A[0];
	assign outA1 = A[1];
	assign outA2 = A[2];
	assign outA3 = A[3];
	assign outB0 = B[0];
	assign outB1 = B[1];
	assign outB2 = B[2];
	assign outB3 = B[3];
	assign outScore = score;
	assign outX = X;
	assign outY = Y;
	assign unos = findones;
endmodule   
==> flow/run.sh <==
#!/bin/bash
# OpenROAD 26Q1-2900-gdf79404cd8, Yosys 0.63+post, stock flow scripts
make -C /OpenROAD-flow-scripts/flow DESIGN_CONFIG=/design/flow/config.mk WORK_HOME=/design/flow/orfs finish
==> flow/config.mk <==
export PLATFORM = sky130hd
export DESIGN_NAME = memory
export DESIGN_NICKNAME = memory
export VERILOG_FILES = /design/flow/design.v
export SDC_FILE = /design/flow/constraint.sdc
export NUM_CORES = 4
export LEC_CHECK = 1
export CORE_UTILIZATION = 50
==> flow/constraint.sdc <==
current_design memory

set clk_period 3.4
set clk_io_pct 0.2

create_clock -name clk0 -period $clk_period [get_ports {Clk}]

set non_clock_inputs [all_inputs -no_clocks]
set_input_delay [expr $clk_period * $clk_io_pct] -clock clk0 $non_clock_inputs
set_output_delay [expr $clk_period * $clk_io_pct] -clock clk0 [all_outputs]
==> flow_metrics.tcl <==
# implementation run metrics
set metrics [dict create \
    pwr-share-comb_pct 2.1 \
    ant_nets 0 \
    grt_use_met1_pct 36.8 \
    cts-resized-gates 0 \
    cts_setup_buffers 0 \
    antenna_found_initial 0 \
    drive_above_1_share_pct 6.16 \
    wl_per_cell_um 16.1 \
    path_buffers 2 \
    path_clk_slew_ns 0.07 \
    final-hold-violation-count 0 \
    rows 32 \
    netlist_area_um2 4010 \
    vias_per_cell 5.65 \
    tightest_slew_ns 0.657 \
    synthToLayoutAreaGrowth_pct 23.2 \
    finalSetupViolCount 0 \
    dp_hpwl_um 6470 \
    drt_drc_violations_left 0 \
    vias 3051 \
    warning_count 41 \
    yosys_most_used_dff "edfxtp_1" \
    rsz0062_at_grt "no" \
    root_buffer "clkbuf_8" \
    syn_inst 368 \
    setup_tns_ns 0 \
    arrival_ns 2.83 \
    yosysWarnings 3 \
    critPathLaunchType "flop" \
    avgSynthCellArea_um2 10.9 \
    hold_class "reg -> reg" \
    first_pass_iters 4 \
    crit_chain "inv_1 > ha_1 > inv_1 > o21ai_0 > a21oi_1 > o31a_1 > o22ai_1 > nor2b_1" \
    ys_seq_elements 71 \
    switching_share_pct 20.0 \
    critPathKind "reg -> reg" \
    max_clock_freq_ghz 0.354 \
    grt.total_usage_pct 23.0 \
    die.size.y_um 91.5 \
    met2_usage_pct 35.9 \
    ioPinCount 70 \
    ys_cells 368 \
    wirelength_um 8700 \
    netSwitchingPower_uw 324 \
    end_kind "flop" \
    critical-path-max-stage-delay_ns 0.46 \
    final_cells 540 \
    drtIter0Drc 90 \
    p_int_uw 1290 \
    postSynthSeqShare_pct 52.6 \
    dp.cells 525 \
    cts.htree.levels 3 \
    antennaDiodeCount 0 \
    required_ns 3.40 \
    maxSlewHeadroom_pct 56.1 \
    grt_util_met3_pct 4.93 \
    grt_pass1_vias 2932 \
    fin_util_pct 63.9 \
    clockPowerShare_pct 39.7 \
    worst_path_max_delay_cell "edfxtp_1" \
    clockBufferDepth 2 \
    power_density_nw_per_um2 327 \
    ys_types 57 \
    port_buffers 68 \
    cts.sinks 71 \
    outcome "complete, no violations" \
    crit_top_cell "inv_1" \
    cts_tree "yes" \
    seqPwrFrac_pct 58.2 \
    grt-ovfl-total 0 \
    slew_viol_final 0 \
    min_period_over_period_pct 83.1 \
    grt_max_degree 35 \
    numCtsBuffers 9 \
    period_minus_slack_ns 2.83 \
    skew_ns 0.00844 \
    worst-path-max-fanout 14 \
    ir_worst_vdd_v 0.000224 \
    grt_pass1_wl_um 14100 \
    synth-edff-count 66 \
    fin_hold_ws_ns 0.538 \
    insertion_delay_ns 0.34 \
    ys_chip_area_um2 4010 \
    gp_congestion 0.805 \
    holdBufCountCts 0 \
    p_leak_uw 0.00185 \
    async_reset_ff_share_pct 7.04 \
    cp_top_family "AND-OR/OR-AND gates" \
    grt_most_used_layer "met1" \
    core-area_um2 7730 \
    fp_util_pct 51.9 \
    die_w_um 91.5 \
    chipArea_um2 8380 \
    max_cap_violations 0 \
]
-- worst reg2reg max path, delay by kind of cell, from the launching register on --
kind | cells | cell delay, ns
fa+ha+maj | 1 | 0.46
simple gates | 1 | 0.44
buf+inv | 2 | 0.31
compound gates | 4 | 0.82
flops | 1 | 0.46
-- per-layer routing --
layer,vias to the layer above,share of wire (%)
met2,108,48
li1,1479,-
met1,1448,44
met5,-,0
met4,0,2.0
met3,16,5.9
-- cells in the final DEF, fill, tap and decap left out, types with 3 or more instances in the layout --
cell type / synthesis / routed
clkdlybuf4s50_1: 0 / 68
edfxtp_1: 66 / 66
a21oi_1: 46 / 46
nor2_1: 40 / 40
ha_1: 28 / 28
inv_1: 26 / 26
nand2_1: 19 / 19
o21ai_0: 11 / 11
clkbuf_8: 0 / 9
o21ai_1: 7 / 7
nor2b_1: 7 / 7
nand3_1: 6 / 6
xor2_1: 6 / 6
a22o_1: 6 / 6
and3_1: 6 / 6
a22oi_1: 6 / 6
xnor2_1: 5 / 5
a211oi_1: 5 / 5
nor3_1: 5 / 5
a21o_1: 4 / 4
a221oi_1: 4 / 4
dfrtp_1: 4 / 4
inv_2: 3 / 3
o221ai_1: 3 / 3
buf_4: 3 / 3
-- stage by stage --
stage / area, µm² / power, µW / setup slack [ns]
global placement: 4750 / 993 / 0.615
detailed placement: 4750 / 994 / 0.547
floorplan: 4010 / 970 / 1.12
global route: 4940 / 1670 / 0.305
finish: 4940 / 1620 / 0.574
CTS: 4940 / 1630 / 0.544
-- layout make-up --
type                       instances  area, µm²
fill                             631       2790
timing repair buffer              71        703
sequential                        71       2110
clock inverter                     6       62.6
clock buffer                       9        124
tap                              102        128
multi-input combinational        251       1700
inverter                          30        113
-- synth_stat cells, types with 7 or more instances --
library cell / instances / area (µm²)
inv_1: 26 / 97.6
nor2b_1: 7 / 43.8
a21oi_1: 46 / 230
o21ai_1: 7 / 35.0
nand2_1: 19 / 71.3
nor2_1: 40 / 150
o21ai_0: 11 / 55.1
ha_1: 28 / 350
edfxtp_1: 66 / 1980
-- sequential cells by signal (all words and copies together), names as in the netlist --
name and flops:
searchX 3, I 3, increment 4, state 5, seed 4, lives 4
score 4, findones 4, flag 1, A 16, B 16, searchY 3
X 2, Y 2
-- cell families after synthesis --
kind of cell / after synthesis / synth area share, %
mux: 2 / 0.624
compound gates: 109 / 17.2
flops: 71 / 52.6
xor+xnor: 11 / 2.40
buf+inv: 46 / 4.96
fa+ha+maj: 30 / 9.74
simple gates: 99 / 12.5
-- power by group through the flow --
stage	Sequential (µW)	Combinational, µW	Clock [µW]
after CTS	941	33.4	656
after global routing	941	36.4	693
final	941	33.2	643
-- final timing paths --
path | startpoint | to | slack (ns) | cells after the start
worst min register to register | seed[0] | A[0][0] | 0.54 | 0
min in group asynchronous | Reset | state[4] | 0.82 | 4
worst max register to register | X[0] | B[2][0] | 0.57 | 8
worst min-delay path | seed[0] | A[0][0] | 0.54 | 0
worst max-delay path | X[0] | B[2][0] | 0.57 | 8
max in group asynchronous | Reset | state[0] | 2.37 | 4
Power is estimated from default activity; no workload was simulated.
